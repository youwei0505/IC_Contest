--- /design/flow/design.v ---
module JAM (
input CLK,
input RST,
output reg [2:0] W,
output reg [2:0] J,
input [6:0] Cost,
output reg [3:0] MatchCount,
output reg [9:0] MinCost,
output reg Valid );
reg [4:0] curt_state;
reg [4:0] next_state;
reg [2:0] Person [0:7];
reg finish_flag;
always @(*) 
begin
    case ( curt_state )
        0 :begin  
            next_state = 1;
        end
        1 :begin  
            next_state = 2;
        end
        2 :begin  
            next_state = 3;
        end  
        3 :begin  
            next_state = 4;
        end
        4 : begin
            next_state = 5;
        end
        5 : begin
            next_state = 6;
        end
        6 : begin
            next_state = 7;
        end
        7 : begin
            next_state = 8;
        end
        8 : begin 
            next_state = 9; 
        end  
        9 : begin 
            next_state = 10; 
        end
        10 : begin 
            next_state = 2; 
        end  
        default : 
        begin
            next_state = 0;
        end
    endcase
end
reg [2:0] next_Person0;
reg [2:0] next_Person1;
reg [2:0] next_Person2;
reg [2:0] next_Person3;
reg [2:0] next_Person4;
reg [2:0] next_Person5;
reg [2:0] next_Person6;
reg [2:0] next_Person7;
always @( * ) begin
    if ( Person[0] > Person[1] )
    begin  
        Valid = 0;
        next_Person0 <= 1;
        next_Person1 <= 0;
        next_Person2 <= 2;
        next_Person3 <= 3;      
        next_Person4 <= 4;
        next_Person5 <= 5;
        next_Person6 <= 6;
        next_Person7 <= 7;
    end
    else if ( Person[1] > Person[2] )
    begin    
        if ( ( Person[0] > Person[2] ) )
        begin
            Valid = 0;
            next_Person0 <= 1;
            next_Person1 <= 2;
            next_Person2 <= 0;
            next_Person3 <= 3;      
            next_Person4 <= 4;
            next_Person5 <= 5;
            next_Person6 <= 6;
            next_Person7 <= 7;  
        end
        else
        begin
            Valid = 0;
            next_Person0 <= 2;
            next_Person1 <= 0;
            next_Person2 <= 1;
            next_Person3 <= 3;      
            next_Person4 <= 4;
            next_Person5 <= 5;
            next_Person6 <= 6;
            next_Person7 <= 7;
        end
    end
    else if ( Person[2] > Person[3] )
    begin
        if ( ( Person[0] > Person[3] ) )
        begin
            Valid = 0;
            next_Person0 <= 2;
            next_Person1 <= 1;
            next_Person2 <= 3;
            next_Person3 <= 0; 
            next_Person4 <= 4;
            next_Person5 <= 5;
            next_Person6 <= 6;
            next_Person7 <= 7;
        end
        else if ( ( Person[1] > Person[3] ) )
        begin            
            Valid = 0;
            next_Person0 <= 2;
            next_Person1 <= 3;
            next_Person2 <= 0;
            next_Person3 <= 1; 
            next_Person4 <= 4;
            next_Person5 <= 5;
            next_Person6 <= 6;
            next_Person7 <= 7; 
        end
        else
        begin
            Valid = 0;    
            next_Person0 <= 3;
            next_Person1 <= 1;
            next_Person2 <= 0;
            next_Person3 <= 2; 
            next_Person4 <= 4;
            next_Person5 <= 5;
            next_Person6 <= 6;
            next_Person7 <= 7;
        end                    
    end
    else if ( Person[3] > Person[4] )
    begin                    
        if ( ( Person[0] > Person[4] ) )
        begin
            Valid = 0;    
            next_Person0 <= 3;
            next_Person1 <= 2;
            next_Person2 <= 1;
            next_Person3 <= 4; 
            next_Person4 <= 0;
            next_Person5 <= 5;
            next_Person6 <= 6;
            next_Person7 <= 7;
        end
        else if ( ( Person[1] > Person[4] ) )
        begin
            Valid = 0;    
            next_Person0 <= 3;
            next_Person1 <= 2;
            next_Person2 <= 4;
            next_Person3 <= 0; 
            next_Person4 <= 1;
            next_Person5 <= 5;
            next_Person6 <= 6;
            next_Person7 <= 7; 
        end
        else if ( ( Person[2] > Person[4] ) )
        begin
            Valid = 0;    
            next_Person0 <= 3;
            next_Person1 <= 4;
            next_Person2 <= 1;
            next_Person3 <= 0; 
            next_Person4 <= 2;
            next_Person5 <= 5;
            next_Person6 <= 6;
            next_Person7 <= 7;
        end
        else 
        begin
            Valid = 0;                
            next_Person0 <= 4;
            next_Person1 <= 2;
            next_Person2 <= 1;
            next_Person3 <= 0; 
            next_Person4 <= 3;
            next_Person5 <= 5;
            next_Person6 <= 6;
            next_Person7 <= 7;
        end
    end
    else if ( Person[4] > Person[5] )
    begin
        if ( ( Person[0] > Person[5] ) )
        begin
            Valid = 0;                
            next_Person5 <= 0;
            next_Person4 <= 5;
            next_Person3 <= 1;
            next_Person2 <= 2; 
            next_Person1 <= 3;
            next_Person0 <= 4;
            next_Person6 <= 6;
            next_Person7 <= 7; 
        end
        else if ( ( Person[1] > Person[5] ) )
        begin
            Valid = 0;                
            next_Person5 <= 1;
            next_Person4 <= 0;
            next_Person3 <= 5;
            next_Person2 <= 2; 
            next_Person1 <= 3;
            next_Person0 <= 4;
            next_Person6 <= 6;
            next_Person7 <= 7;  
        end
        else if ( ( Person[2] > Person[5] ) )
        begin
            Valid = 0;                
            next_Person5 <= 2;
            next_Person4 <= 0;
            next_Person3 <= 1;
            next_Person2 <= 5; 
            next_Person1 <= 3;
            next_Person0 <= 4;
            next_Person6 <= 6;
            next_Person7 <= 7;
        end
        else if ( ( Person[3] > Person[5] ) )
        begin
            Valid = 0;                
            next_Person5 <= 3;
            next_Person4 <= 0;
            next_Person3 <= 1;
            next_Person2 <= 2; 
            next_Person1 <= 5;
            next_Person0 <= 4;
            next_Person6 <= 6;
            next_Person7 <= 7; 
        end
        else
        begin
            Valid = 0;                
            next_Person5 <= 4;
            next_Person4 <= 0;
            next_Person3 <= 1;
            next_Person2 <= 2; 
            next_Person1 <= 3;
            next_Person0 <= 5;
            next_Person6 <= 6;
            next_Person7 <= 7; 
        end
    end
    else if ( Person[5] > Person[6] )
    begin
        if ( ( Person[0] > Person[6] ) )
        begin
            Valid = 0;    
            next_Person6 <= 0;
            next_Person5 <= 6;
            next_Person4 <= 1;
            next_Person3 <= 2;
            next_Person2 <= 3; 
            next_Person1 <= 4;
            next_Person0 <= 5;            
            next_Person7 <= 7; 
        end
        else if ( ( Person[1] > Person[6] ) )
        begin
            Valid = 0;                
            next_Person6 <= 1;
            next_Person5 <= 0;
            next_Person4 <= 6;
            next_Person3 <= 2;
            next_Person2 <= 3; 
            next_Person1 <= 4;
            next_Person0 <= 5;            
            next_Person7 <= 7;
        end
        else if ( ( Person[2] > Person[6] ) )
        begin
            Valid = 0;                
            next_Person6 <= 2;
            next_Person5 <= 0;
            next_Person4 <= 1;
            next_Person3 <= 3;
            next_Person2 <= 6; 
            next_Person1 <= 4;
            next_Person0 <= 5;            
            next_Person7 <= 7;
        end
        else if ( ( Person[3] > Person[6] ) )
        begin
            Valid = 0;                
            next_Person6 <= 3;
            next_Person5 <= 0;
            next_Person4 <= 1;
            next_Person3 <= 2;
            next_Person2 <= 6; 
            next_Person1 <= 4;
            next_Person0 <= 5;            
            next_Person7 <= 7; 
        end
        else if ( ( Person[4] > Person[6] ) )
        begin
            Valid = 0;                
            next_Person6 <= 4;
            next_Person5 <= 0;
            next_Person4 <= 1;
            next_Person3 <= 2;
            next_Person2 <= 3; 
            next_Person1 <= 6;
            next_Person0 <= 5;            
            next_Person7 <= 7;  
        end
        else
        begin
            Valid = 0;                
            next_Person6 <= 5;
            next_Person5 <= 0;
            next_Person4 <= 1;
            next_Person3 <= 2;
            next_Person2 <= 3; 
            next_Person1 <= 4;
            next_Person0 <= 6;            
            next_Person7 <= 7; 
        end
    end
    else if ( Person[6] > Person[7] )
    begin
        if ( ( Person[0] > Person[7] ) )
        begin
            Valid = 0;    
            next_Person7 <= 0;
            next_Person6 <= 7;
            next_Person5 <= 1;
            next_Person4 <= 2;
            next_Person3 <= 3;
            next_Person2 <= 4; 
            next_Person1 <= 5;
            next_Person0 <= 6; 
        end
        else if ( ( Person[1] > Person[7] ) )
        begin
            Valid = 0;    
            next_Person7 <= 1;
            next_Person6 <= 0;
            next_Person5 <= 7;
            next_Person4 <= 2;
            next_Person3 <= 3;
            next_Person2 <= 4; 
            next_Person1 <= 5;
            next_Person0 <= 6; 
        end
        else if ( ( Person[2] > Person[7] ) )
        begin
            Valid = 0;    
            next_Person7 <= 2;
            next_Person6 <= 0;
            next_Person5 <= 1;
            next_Person4 <= 7;
            next_Person3 <= 3;
            next_Person2 <= 4; 
            next_Person1 <= 5;
            next_Person0 <= 6; 
        end
        else if ( ( Person[3] > Person[7] ) )
        begin
            Valid = 0;    
            next_Person7 <= 3;
            next_Person6 <= 0;
            next_Person5 <= 1;
            next_Person4 <= 2;
            next_Person3 <= 7;
            next_Person2 <= 4; 
            next_Person1 <= 5;
            next_Person0 <= 6; 
        end
        else if ( ( Person[4] > Person[7] ) )
        begin
            Valid = 0;    
            next_Person7 <= 4;
            next_Person6 <= 0;
            next_Person5 <= 1;
            next_Person4 <= 2;
            next_Person3 <= 3;
            next_Person2 <= 7; 
            next_Person1 <= 5;
            next_Person0 <= 6; 
        end
        else if ( ( Person[5] > Person[7] ) )
        begin
            Valid = 0;    
            next_Person7 <= 5;
            next_Person6 <= 0;
            next_Person5 <= 1;
            next_Person4 <= 2;
            next_Person3 <= 3;
            next_Person2 <= 4; 
            next_Person1 <= 7;
            next_Person0 <= 6; 
        end
        else
        begin
            Valid = 0;    
            next_Person7 <= 6;
            next_Person6 <= 0;
            next_Person5 <= 1;
            next_Person4 <= 2;
            next_Person3 <= 3;
            next_Person2 <= 4; 
            next_Person1 <= 5;
            next_Person0 <= 7;              
        end
    end
    else
    begin
        Valid = 1;
        next_Person0 <= 0;
        next_Person1 <= 0;
        next_Person2 <= 0;
        next_Person3 <= 0;      
        next_Person4 <= 0;
        next_Person5 <= 0;
        next_Person6 <= 0;
        next_Person7 <= 0; 
    end
end
reg [10:0] Total_Cost;
always @(posedge CLK or posedge RST ) 
begin
    if ( RST )
    begin   
        W <= 3'd0;
        J <= 3'd0;
        Total_Cost <= 0;
        MatchCount <= 4'd0;
        MinCost    <= 10'b1111111111; 
        Person[0] <= 7;
        Person[1] <= 6;
        Person[2] <= 5;
        Person[3] <= 4;
        Person[4] <= 3;
        Person[5] <= 2;
        Person[6] <= 1;
        Person[7] <= 0;
        curt_state <= 0;
    end
    else
    begin
        curt_state <= next_state; 
        case ( curt_state )
            0 : begin
                W <= Person[0];
                J <= 0;
            end 
            1 : begin
                W <= Person[1];
                J <= 1;                
            end
            2 : begin
                W <= Person[2];
                J <= 2;
                Total_Cost <= Cost;
            end
            3 : begin
                W <= Person[3];
                J <= 3;
                Total_Cost <= Total_Cost + Cost;
            end
            4 : begin
                W <= Person[4];
                J <= 4;
                Total_Cost <= Total_Cost + Cost;
            end
            5 : begin
                W <= Person[5];
                J <= 5;
                Total_Cost <= Total_Cost + Cost;
            end
            6 : begin
                W <= Person[6];
                J <= 6;
                Total_Cost <= Total_Cost + Cost;
            end
            7 : begin
                W <= Person[7];
                J <= 7;
                Total_Cost <= Total_Cost + Cost;
            end
            8 : begin
                Total_Cost <= Total_Cost + Cost;
                Person[0] <= Person[next_Person0];
                Person[1] <= Person[next_Person1];
                Person[2] <= Person[next_Person2];
                Person[3] <= Person[next_Person3];
                Person[4] <= Person[next_Person4];
                Person[5] <= Person[next_Person5];
                Person[6] <= Person[next_Person6];
                Person[7] <= Person[next_Person7];
            end
            9 : begin
                W <= Person[0];
                J <= 0;
                Total_Cost <= Total_Cost + Cost;
            end
            10 : begin
                W <= Person[1];
                J <= 1;   
                if ( MinCost > Total_Cost )
                begin
                    MinCost <= Total_Cost;
                    MatchCount <= 1;
                end
                if ( MinCost == Total_Cost )
                    MatchCount <= MatchCount + 1;
            end
        endcase
    end
end
endmodule
--- /design/flow/run.sh ---
#!/bin/bash
# OpenROAD 26Q1-2900-gdf79404cd8, Yosys 0.63+post, stock flow scripts
make -C /OpenROAD-flow-scripts/flow DESIGN_CONFIG=/design/flow/config.mk WORK_HOME=/design/flow/orfs finish
--- /design/flow/config.mk ---
export PLATFORM = sky130hd
export DESIGN_NAME = JAM
export DESIGN_NICKNAME = JAM
export VERILOG_FILES = /design/flow/design.v
export SDC_FILE = /design/flow/constraint.sdc
export NUM_CORES = 4
export LEC_CHECK = 1
export CORE_UTILIZATION = 30
--- /design/flow/constraint.sdc ---
current_design JAM

set clk_period 4.7
set clk_io_pct 0.2

create_clock -name clk0 -period $clk_period [get_ports {CLK}]

set non_clock_inputs [all_inputs -no_clocks]
set_input_delay [expr $clk_period * $clk_io_pct] -clock clk0 $non_clock_inputs
set_output_delay [expr $clk_period * $clk_io_pct] -clock clk0 [all_outputs]
==> results.toml <==
# generated from flow reports
[finish]
utilization_pct = 35.2
final_cell_count_no_fill = 1293
synthToLayoutAreaGrowth_pct = 15.0
layout-drive-gt1-share_pct = 12.6

[route]
routed.top_layer = "met4"
routed-wl-met2_um = 11300
first_pass_iters = 5
wl_met1_um = 12000
viasPerCell = 5.73
drt_wl_total_um = 26500
ant_nets = 0
met3WireLength_um = 2120
wl_per_cell_um = 20.5
drcViolationCount = 0
antenna_cells = 0
drt_iter0_drc = 524
vias = 7409

[setup_path]
cp.arrival_ns = 3.54
r2r_cells = 13
rrSetupSlack_ns = 0.65
cp-start-kind = "register"
timing.rr.end = "Person[0][1]"
critPathKind = "reg2out"
worstSetupEndpointType = "primary output"
reg2reg_from = "Person[7][1]"
worstPathMaxFanout = 9
worst-endpoint-required_ns = 3.76

[sta]
fin_crit_ns = 4.48
fin_ws_ns = 0.218
max_slew_margin_pct = 37.1
period_used_pct = 95.4
setup_tns_ns = 0
fmax_ghz = 0.223
worstMarginPinSlew_ns = 0.920
rsz0062_at_grt = "false"
slew_viol_final = 0
hold_viol_final = 0
setup_viol = 0
fin_worst_skew_ns = 0.0117

[yosys]
ys_types = 89
edf_count = 0
synth.avg_cell_area_um2 = 7.98
yosys-stat-cells = 931
async_flop_share_pct = 100
ys_seq_share_pct = 20.2
ys_ff = 59
synth_cells = 931
synth_top_flop_cell = "dfrtp_1"
ys_warn_count = 2
syn_area_um2 = 7430
yosys_area_um2 = 7430

[min_path]
min_from = "MinCost[0]"
hold_depth = 2
hold_class = "reg2reg"
whs_endpoint = "MinCost[0]"

[clock_tree]
cts-root-buf = "clkbuf_16"
cts_buffer_depth = 2
ctsHoldBuffers = 0
numCtsBuffers = 9
h-tree-depth = 3
clk_latency_ns = 0.34
cts.sinks = 59
clk_pin_slew_ns = 0.05
cts_tree = "done"

[floorplanning]
rows = 57
core_util_floorplan_pct = 30.6
dieArea_um2 = 25400
die_h_um = 159
core_area_um2 = 24300
die_w_um = 159
ioPinCount = 30

[global_routing]
grt_pass1_wl_um = 41700
grt_overflow_total = 0
grt_pass1_vias = 7072
grt_max_degree = 37
track_usage_pct = 21.7
antenna_found_initial = 0

[placed_design]
place_inst = 1275
io_buffer_count = 29
hpwlAfterDp_um = 19500
place_congestion = 1.01
post-place-ws_ns = 0.314

[power]
leakagePower_uw = 0.00362
p_per_area_nw_per_um2 = 164
ir_worst_vdd_mv = 0.151

[job]
warnings = 29
cap_violations = 0

[outcome]
status = "complete, no violations"
-- state kept, by name, indices dropped and copies added (netlist names) --
signal and cells:
Person 24, Total_Cost 11, MinCost 10, MatchCount 4
curt_state 4, J 3, W 3
-- synth_stat cells (6+ instances only) --
cell	instances	share of area, %
buf_2	10	0.67
o211ai_1	8	0.81
o22ai_1	21	1.8
nand2_1	85	4.3
dfstp_2	22	7.8
and2_1	6	0.51
clkbuf_1	31	1.6
nand4_1	7	0.59
nor3_1	11	0.74
nor2_1	57	2.9
nor2b_1	26	2.2
o21ai_1	10	0.67
nand2b_1	9	0.76
o21ai_0	77	5.2
a21o_1	14	1.4
a221oi_1	6	0.71
mux2_2	9	1.4
o21a_1	24	2.4
mux2i_1	38	5.1
a211oi_1	12	1.2
nand3_1	48	3.2
ha_1	107	18
inv_1	56	2.8
dfrtp_1	37	12
a31oi_1	18	1.5
a21oi_1	54	3.6
-- repair_timing --
item | CTS | global route
resized | 1 | 1
setup endpoints to repair | 1 | 1
pin swaps | 0 | 1
buffers inserted | 0 | 2
-- placed cells by master (no fill, tap or decap), drive strengths merged, types with 22 or more instances in the layout --
cell	count
nor2	60
clkdlybuf4s50	29
dfstp	22
nand3	48
a21oi	55
o21ai	90
nand2	86
dfrtp	37
mux2i	38
nor2b	26
buf	39
o21a	26
ha	107
inv	56
-- cell type report --
type / count / area (µm²)
Clock buffer: 12 / 256
Clock inverter: 4 / 48.8
Fill cell: 2520 / 15800
Inverter: 56 / 210
Multi-Input combinational cell: 770 / 5540
Sequential cell: 59 / 1500
Tap cell: 324 / 405
Timing Repair Buffer: 68 / 583
-- worst max-delay path, cell delays in order (launching register included) --
cell and delay, ns:
dfstp_2 0.69, inv_1 0.26, ha_1 0.35, nor2b_1 0.13
o21a_1 0.16, o21ai_0 0.32, a31o_2 0.31, o2111ai_1 0.23
nor2_1 0.22, clkdlybuf4s50_1 0.53
-- power breakdown --
| part | internal, µW | switching (µW) |
|---|---|---|
| sequential | 544 | 19.5 |
| clock | 438 | 240 |
| combinational | 94.8 | 64.2 |
-- cell families (layout without fill, tap and decap cells) --
logic type | after synthesis | after routing | share of synthesized area, %
AOI/OAI and AO/OA | 321 | 321 | 29.1
and+or+nand+nor | 289 | 289 | 19.9
adders and majority gates | 108 | 108 | 18.3
buffers and inverters | 102 | 140 | 5.44
DFF | 59 | 59 | 20.2
muxes | 47 | 47 | 6.48
xor gates and xnor gates | 5 | 5 | 0.589
-- metal layers --
metal	GRT usage [%]	vias to the layer above
met3	4.92	79
met5	0	-
li1	-	3543
met4	6.56	0
met1	30.8	3473
met2	33.0	314
-- worst max-delay path by stage --
| stage | from | to | slack [ns] | depth (start not counted) |
|---|---|---|---|---|
| CTS | Person[5][1] | Valid | 0.14 | 9 |
| global route | Person[6][2] | Valid | 0.04 | 9 |
| finish | Person[4][1] | Valid | 0.22 | 9 |
-- per-stage QoR --
stage          total power, µW  area, µm²  hold slack, ns
3_5_place_dp               731       8220           0.512
2_1_floorplan              662       7430           0.473
5_1_grt                   1470       8550           0.547
6_report                  1400       8550           0.518
4_1_cts                   1410       8530           0.520
3_3_place_gp               729       8220           0.511
Power is estimated from default activity; no workload was simulated.
